`run.sh`:
```
#!/bin/bash
# OpenROAD 26Q1-2900-gdf79404cd8, Yosys 0.63+post, stock flow scripts
make -C /OpenROAD-flow-scripts/flow DESIGN_CONFIG=/design/flow/config.mk WORK_HOME=/design/flow/orfs finish
```
`config.mk`:
```
export PLATFORM = sky130hd
export DESIGN_NAME = ALU_64_bit
export DESIGN_NICKNAME = ALU_64_bit
export VERILOG_FILES = /design/flow/design.v
export SDC_FILE = /design/flow/constraint.sdc
export NUM_CORES = 4
export LEC_CHECK = 1
export CORE_UTILIZATION = 30
```
`constraint.sdc`:
```
current_design ALU_64_bit

set clk_period 45.9
set clk_io_pct 0.2

create_clock -name clk0 -period $clk_period

set non_clock_inputs [all_inputs -no_clocks]
set_input_delay [expr $clk_period * $clk_io_pct] -clock clk0 $non_clock_inputs
set_output_delay [expr $clk_period * $clk_io_pct] -clock clk0 [all_outputs]
```
`design.v`:
```
module ALU_64_bit
(
  input [63:0] a,
  input [63:0] b, 
  input CarryIn,
  input [3:0] ALUOp,
  output reg [63:0] Result,
  output reg Zero
);
  wire bFin = ~b;
	always @ (a or b or CarryIn or ALUOp)
	begin
	case (ALUOp)
		4'b0000 : begin
					Result = a & b;
				  end
		4'b0001 : begin
					Result = a | b;
				  end
		4'b0010 : begin
					Result = a + b;
				  end
		4'b0110 : begin
					Result = a - b;
				  end
		4'b1100 : begin
					Result = ~(a | b);
				  end
	endcase
	if (Result == 0)
		Zero = 1;
	else
		Zero = 0;
	end
endmodule				
```
==> flow_metrics.env <==
# implementation run metrics
export IMPL_timing_final_hold_violations=0
export IMPL_placeableCoreArea_um2=30800
export IMPL_place_area_um2=11800
export IMPL_vdd_ir_drop_max_v=0.00000499
export IMPL_total_leakage_power_uw=0.00449
export IMPL_crit_fanout=10
export IMPL_worst_path_largest_cell_delay_ns=0.85
export IMPL_viasPerCell=5.95
export IMPL_detail_route_antenna_nets=0
export IMPL_hpwl_um=33400
export IMPL_grt_usage_pct=25.5
export IMPL_sequential_cell_area_um2=961
export IMPL_vias_in_the_first_global_route=10600
export IMPL_detailedRoute_firstIterationViolations=935
export IMPL_cts_repair_resize_count=0
export IMPL_slew_limit_headroom_pct=35.8
export IMPL_multiInputGateArea_um2=8050
export IMPL_routabilityCongestion=0.992
export IMPL_postSynth_topFlopCell="sky130_fd_sc_hd__dlxtn_1"
export IMPL_hold_path_cell_count=5
export IMPL_netlist_instances=1425
export IMPL_floorplan_die_height_um=180
export IMPL_crit_arrival_ns=17.18
export IMPL_final_period_minus_worst_setup_slack_ns=26.36
export IMPL_global_route_wire_length_before_repair_um=63400
export IMPL_largest_register_ff_count=64
export IMPL_worstSetupEndpointType="output port"
export IMPL_run_status="finished, final reports clean"
export IMPL_setup_repair_after_global_routing_missed_its_margin="false"
export IMPL_grt_antenna_before_repair=3
export IMPL_setup_tns_final_ns=0
export IMPL_startpoint_type_of_the_worst_setup_path="input pin"
export IMPL_finalWorstSetupSlack_ns=19.54
export IMPL_path_common_cell="sky130_fd_sc_hd__nand2_1"
export IMPL_number_of_synthesized_flops_with_an_enable_pin=0
export IMPL_worst_pin_slew_ns=0.961
export IMPL_detail_route_drc_violations=0
export IMPL_achievable_frequency_mhz=37.9
export IMPL_synthesis_yosys_warnings=1
export IMPL_ys_top_cells_by_area="sky130_fd_sc_hd__dlxtn_1 (10%), sky130_fd_sc_hd__ha_1 (8.7%), sky130_fd_sc_hd__a21oi_1 (7.8%), sky130_fd_sc_hd__o21ai_0 (5.8%), sky130_fd_sc_hd__nand2_1 (5.6%)"
export IMPL_worstPathRequired_ns=36.72
export IMPL_holdCritStartpoint="b[63]"
export IMPL_synthDistinctLibCells=81
export IMPL_core_util_floorplan_pct=30.7
export IMPL_synth_area_yosys_um2=9470
export IMPL_hold_path_endpoint="Zero"
export IMPL_setup_violations_final=0
export IMPL_crit_path_top_delay_cell="sky130_fd_sc_hd__o41ai_1"
export IMPL_post_cts_repair_setup_buffers=0
export IMPL_untimed_endpoints=128
export IMPL_unclocked_regs=64
export IMPL_drt_pass1_iterations=22
export IMPL_hold_path_class="in -> out"
export IMPL_design_area_um2=11800
export IMPL_top_area_cell="sky130_fd_sc_hd__dlxtn_1"
export IMPL_routedWlPerCell_um=21.5
export IMPL_netlist_area_um2=9470
export IMPL_number_of_logged_tool_warnings=35
export IMPL_chipWidth_um=180
export IMPL_fraction_of_layout_instances_using_a_drive_strength_above_1_pct=2.64
export IMPL_yosys_register_bits=64
export IMPL_detailedPlace_worstSlack_ns=19.66
export IMPL_routed_wl_um=41800
export IMPL_cts_hold_buf=0
export IMPL_post_layout_period_usage_pct=57.4
export IMPL_p_per_area_nw_per_um2=13.6
export IMPL_grt_remaining_overflow=0
export IMPL_area_delta_synth_final_pct=24.2
export IMPL_finalCoreUtilization_pct=38.1
export IMPL_detailed_route_via_count=11600
export IMPL_slew_viol_final=0
export IMPL_cap_violations=0
export IMPL_critPathKind="in -> out"
export IMPL_yosys_area_top_type_share_pct=10.2
export IMPL_grt_max_degree=56
export IMPL_synth_async_sr_flop_share_pct=0
export IMPL_core_rowCount=64
export IMPL_place_port_buffers=197
export IMPL_io_pins=198
export IMPL_syn_mean_instance_area_um2=6.64
export IMPL_num_fill_cells=3227
export IMPL_chip_area_um2=32300
export IMPL_ys_cells=1425
==> logic make-up after synthesis <==
logic type | synth area share [%]
simple gates | 26.4
compound gates | 36.7
xor+xnor | 9.44
latches | 10.2
buf+inv | 5.15
fa+ha+maj | 11.0
mux | 1.06
==> metal layers <==
metal,track usage (%),share of wire (%),vias up
met1,36.9,46,5418
met3,3.43,7.0,66
met5,0,0,-
met4,7.45,3.2,0
met2,39.7,44,475
li1,-,-,5647
==> synthesized netlist by cell type (6+ instances only) <==
master                     count
sky130_fd_sc_hd__dlxtn_1      64
sky130_fd_sc_hd__a31oi_1      19
sky130_fd_sc_hd__nor4_1       10
sky130_fd_sc_hd__o41ai_1       9
sky130_fd_sc_hd__nor3_1       70
sky130_fd_sc_hd__mux2i_1      10
sky130_fd_sc_hd__xor2_1       47
sky130_fd_sc_hd__nand4_1      34
sky130_fd_sc_hd__ha_1         66
sky130_fd_sc_hd__a32oi_1       7
sky130_fd_sc_hd__buf_1        12
sky130_fd_sc_hd__nand3b_1      6
sky130_fd_sc_hd__a211oi_1     18
sky130_fd_sc_hd__a221oi_1     11
sky130_fd_sc_hd__nand3_1      31
sky130_fd_sc_hd__inv_1        31
sky130_fd_sc_hd__nand2_1     141
sky130_fd_sc_hd__o31ai_1      32
sky130_fd_sc_hd__xnor2_1      55
sky130_fd_sc_hd__or4_1        14
sky130_fd_sc_hd__a221o_1       9
sky130_fd_sc_hd__o21ai_1       6
sky130_fd_sc_hd__or3_1        21
sky130_fd_sc_hd__and3_1       13
sky130_fd_sc_hd__nand2b_1      9
sky130_fd_sc_hd__buf_2        12
sky130_fd_sc_hd__clkbuf_1     65
sky130_fd_sc_hd__a21oi_1     147
sky130_fd_sc_hd__o211ai_1     19
sky130_fd_sc_hd__a21o_1       37
sky130_fd_sc_hd__o311ai_0      6
sky130_fd_sc_hd__o21bai_1     19
sky130_fd_sc_hd__nor2_1      116
sky130_fd_sc_hd__and2_1        9
sky130_fd_sc_hd__o21a_1       23
sky130_fd_sc_hd__maj3_1       20
sky130_fd_sc_hd__o21ai_0     109
==> worst max-delay path, delay by kind of cell <==
family | cells | cell delay, ns
AND/OR/NAND/NOR | 14 | 4.30
buffers and inverters | 4 | 1.32
XOR/XNOR | 2 | 0.31
AND-OR/OR-AND | 3 | 1.37
adder cells (fa/ha/maj) | 2 | 0.70
==> placed cells by master (no fill, tap or decap), types with 20 or more instances in the layout <==
cell type,Yosys,layout
sky130_fd_sc_hd__nor2_1,116,116
sky130_fd_sc_hd__a21oi_1,147,146
sky130_fd_sc_hd__or3_1,21,21
sky130_fd_sc_hd__nand3_1,31,31
sky130_fd_sc_hd__inv_1,31,31
sky130_fd_sc_hd__a21o_1,37,37
sky130_fd_sc_hd__o21a_1,23,23
sky130_fd_sc_hd__o31ai_1,32,32
sky130_fd_sc_hd__xor2_1,47,47
sky130_fd_sc_hd__o21ai_0,109,109
sky130_fd_sc_hd__xnor2_1,55,55
sky130_fd_sc_hd__nor3_1,70,70
sky130_fd_sc_hd__ha_1,66,66
sky130_fd_sc_hd__buf_4,3,21
sky130_fd_sc_hd__dlxtn_1,64,64
sky130_fd_sc_hd__nand2_1,141,141
sky130_fd_sc_hd__maj3_1,20,20
sky130_fd_sc_hd__nand4_1,34,34
sky130_fd_sc_hd__clkdlybuf4s50_1,0,197
==> area by class of cell <==
| type | instances | share of cell area (%) |
|---|---|---|
| Sequential cell | 64 | 8.17 |
| Tap cell | 396 | 4.21 |
| Inverter | 31 | 0.989 |
| Multi-Input combinational cell | 1238 | 68.5 |
| Antenna cell | 3 | 0.0638 |
| Timing Repair Buffer | 218 | 18.1 |
==> metrics by stage <==
stage	instances	total power (µW)	hold slack, ns
2_1_floorplan	1425	97.9	18.56
3_3_place_gp	1947	157	19.58
3_5_place_dp	1947	156	19.58
4_1_cts	1947	157	19.58
5_1_grt	1950	173	19.66
6_report	1950	160	19.57
==> worst max-delay path by stage <==
| stage | start | endpoint | slack, ns | cells past startpoint |
|---|---|---|---|---|
| finish | b[1] | Zero | 19.54 | 25 |
| global route | b[1] | Zero | 19.13 | 25 |
| CTS | b[1] | Zero | 19.65 | 25 |
==> power breakdown <==
part           switching [µW]  internal (µW)
registers                1.41           9.23
clock network               0     0.00000877
logic                    87.4           61.7
No activity file was given, so power comes from the tool's default toggle rates.
