$ cat design/flow/config.mk
export PLATFORM = sky130hd
export DESIGN_NAME = top
export DESIGN_NICKNAME = top
export VERILOG_FILES = /design/flow/design.v
export SDC_FILE = /design/flow/constraint.sdc
export NUM_CORES = 4
export LEC_CHECK = 1
export CORE_UTILIZATION = 30
$ cat design/flow/constraint.sdc
current_design top

set clk_period 4.2
set clk_io_pct 0.2

create_clock -name clk0 -period $clk_period [get_ports {clk}]

set non_clock_inputs [all_inputs -no_clocks]
set_input_delay [expr $clk_period * $clk_io_pct] -clock clk0 $non_clock_inputs
set_output_delay [expr $clk_period * $clk_io_pct] -clock clk0 [all_outputs]
$ cat design/flow/design.v
module D_FF
(
  input c,r,
  input d,
  output reg q
);
  always @ (posedge r or negedge c)
    begin
      if (r)
        q <= 1'b0;
      else
        q <= d;
  end
endmodule
module T_FF
(
  input c,r,
  output q
);
  wire d;
  D_FF dff0
  (
    .c(c),
    .r(r),
    .q(q),
    .d(d)
  );
  not n1(d,q);
endmodule
module clock_divider
(
  input clock_n,reset_p,
  output reg div_clk
);
parameter max_count = 40000000;
reg [31:0] counter;
always@(posedge reset_p or negedge clock_n)
begin
  if (reset_p)
    begin
      div_clk <= 0;
      counter <= 0;
    end
  else
    begin 
      if (counter == max_count)
        begin
          div_clk <= ~div_clk;
          counter <= 0;
        end
      else
        counter <= counter + 1;
    end
end
endmodule  
module ripple_carry_counter
(
  input clk, reset,
  output [3:0] q
);
wire div_clk;
  clock_divider CD0
  (
    .clock_n(clk),
    .reset_p(reset),
    .div_clk(div_clk)
  );
  T_FF tff0
  (
    .c(clk),
    .r(reset),
    .q(q[0])
  );
  T_FF tff1
  (
    .c(q[0]),
    .r(reset),
    .q(q[1])
  );
  T_FF tff2
  (
    .c(q[1]),
    .r(reset),
    .q(q[2])
  );
  T_FF tff3
  (
    .c(q[2]),
    .r(reset),
    .q(q[3])
  );
endmodule
module mod_m_counter
#( parameter 	M=65, 	 
				N=8 	  
)
(
	input	clk, 
	input	reset,
	output 	s_tick
);
reg 	[N-1:0] r_reg;
wire 	[N-1:0] r_next ;
always @ ( posedge clk , posedge reset)
begin
	if (reset)
		r_reg <= 0 ;
	else
		r_reg <= r_next;
end
assign r_next = (r_reg == (M-1)) ? 0 : r_reg + 1'b1;
assign s_tick = (r_reg == (M-1)) ?  1'b1 : 1'b0;
endmodule
module rx
(
	input		clk, 
	input		reset,
	input		rx, 
	input		s_tick,
	output reg	rx_done_tick ,
	output wire [7:0] dout
);
parameter DBIT = 8, 	 
SB_TICK = 16; 			 
localparam [1:0]
	idle 	= 2'b00,
	start 	= 2'b01,
	data 	= 2'b10,
	stop 	= 2'b11;
reg [1:0] state_reg, state_next ;
reg [3:0] s_reg , s_next ;
reg [2:0] n_reg , n_next ;
reg [7:0] b_reg , b_next ;
always@(posedge clk , posedge reset )
begin
	if ( reset )
	begin
		state_reg	<= idle ;
		s_reg 		<= 0 ;
		n_reg 		<= 0 ;
		b_reg 		<= 0 ;
	end
	else
	begin
		state_reg 	<= state_next ;
		s_reg 		<= s_next ;
		n_reg 		<= n_next ;
		b_reg 		<= b_next ;
	end
end	
always @(*)
begin
	state_next	= state_reg ;
	s_next 		= s_reg ;
	n_next 		= n_reg ;
	b_next		= b_reg ;
	case ( state_reg )
		idle :
				begin
					if (!rx)
					begin
						state_next = start ;
						rx_done_tick = 1'b0;
						s_next = 0 ;
					end
				end
		start :
				begin
					if (s_tick)
						if (s_reg == 7)
						begin
							state_next = data ;
							s_next = 0 ;
							n_next = 0 ;
						end
					else
						s_next = s_reg + 1'b1 ;
				end		
		data :
				begin
					if (s_tick)
						if (s_reg == 15)
						begin
							s_next = 0 ;
							b_next = {rx , b_reg[7:1]} ;
							if (n_reg == (DBIT-1))
								state_next = stop ;
							else
								n_next = n_reg + 1'b1 ;
						end
					else
						s_next = s_reg + 1'b1 ;
				end		
		stop :
				begin
					if (s_tick)
						if (s_reg == (SB_TICK-1))
						begin
							state_next = idle ;
							rx_done_tick = 1'b1 ;
						end
					else
						s_next = s_reg + 1'b1;
				end
	endcase
end
assign dout = b_reg ;
endmodule
module top
(
 input clk, reset, rx,
 output [3:0] q,
 output tx 
);
wire [7:0] counter_data;
assign counter_data = {4'b0000,q};
  ripple_carry_counter rcc0
  (
    .clk(clk),
    .reset(reset),
    .q(q)
  );
  uart_top uart0
  (
    .clk(clk),
    .reset(reset),
    .data_to_tx(counter_data),
    .rx(rx),
    .tx(tx)
  );
 endmodule
module tx
(
	input 		clk, 
	input 		reset ,
	input 		tx_start, 
	input 		s_tick ,
	input [7:0] din ,
	output reg	tx_done_tick ,
	output wire tx
);
parameter DBIT = 8 , 	 
SB_TICK = 16 ;			 
localparam [1:0]
idle 	= 2'b00,
start 	= 2'b01,
data 	= 2'b10,
stop 	= 2'b11;
reg [1:0]	state_reg , state_next ;
reg [3:0]	s_reg, s_next ;
reg [2:0]	n_reg , n_next ;
reg [7:0]	b_reg , b_next ;
reg 		tx_reg , tx_next ;
reg			s, count;
always @ ( posedge clk , posedge reset )
begin
	if ( reset )
	begin
		state_reg	<= idle ;
		s_reg 		<= 0 ;
		n_reg 		<= 0 ;
		b_reg 		<= 0 ;
		tx_reg 		<= 1'b1 ;
	end
	else
	begin
		state_reg	<= state_next ;
		s_reg 		<= s_next ;
		n_reg 		<= n_next ;
		b_reg 		<= b_next ;
		tx_reg 		<= tx_next ;
	end
end
always @ ( posedge clk , posedge reset )
begin
	if	(reset)
	begin
		s		<=	1'b0;	
		count	<=	1'b0;
	end
	else 
	begin	
		if (tx_start)
		begin
			if(count == 1'b0)
			begin
				s		<=	1'b1;	
				count	<=	1'b1;
			end
			else
				s		<=	1'b0;
		end
		else
		begin
			count	<=	1'b0;
			s		<=	1'b0;
		end
	end
end
always @(*)
begin
	state_next		= state_reg ;
	tx_done_tick	= 1'b0;
	s_next			= s_reg ;
	n_next 			= n_reg ;
	b_next 			= b_reg ;
	tx_next 		= tx_reg ;
	case ( state_reg )
		idle :
				begin
					tx_next = 1'b1 ;
					if (s)
					begin
						state_next = start ;
						s_next = 0 ;
						b_next = din;
					end
				end
		start :
				begin
					tx_next = 1'b0 ;
					if ( s_tick )
						if ( s_reg == 15 )
						begin
							state_next = data ;
							s_next = 0 ;
							n_next = 0 ;
						end
					else
						s_next = s_reg + 1'b1 ;
				end
		data :
				begin
					tx_next = b_reg [0] ;
					if ( s_tick )
						if ( s_reg == 15 )
						begin
							s_next = 0 ;
							b_next = b_reg >> 1 ;
							if (n_reg == (DBIT-1))
								state_next = stop ;
							else
								n_next = n_reg + 1'b1;
						end
						else
							s_next = s_reg + 1'b1 ;
				end
		stop :
				begin
					tx_next = 1'b1 ;
					if ( s_tick )
						if (s_reg == (SB_TICK - 1 ))
						begin
							state_next = idle ;
							tx_done_tick = 1'b1 ;
						end
					else
					s_next = s_reg + 1'b1;
				end
	endcase
end
assign tx = tx_reg ;
endmodule
module tx_rx_controller
(
	input 				clk, 
	input				reset, 
	input		[7:0]	data_to_tx,
	input		[7:0]	data_received,	 
	output	reg			tx_start,		 
	output	reg	[7:0]	frame_out		 
);
reg [7:0] data_to_tx_last_St;
reg	send_tx_start;
always @ (posedge clk , posedge reset)
begin
	if(reset)
	begin
		data_to_tx_last_St	<=	8'd0;
		frame_out		<=	8'd0;		
		tx_start		<=	1'b0;		
	end
	else
	begin
		if ( (data_to_tx != data_to_tx_last_St))
		begin
			frame_out		<=	data_to_tx;  
			tx_start		<=	1'b1;
			data_to_tx_last_St	<=	data_to_tx;
		end
		else
		begin
			tx_start		<=	1'b0;
			frame_out		<=	frame_out;
			data_to_tx_last_St	<=	data_to_tx;
		end	
	end
end
endmodule
module uart_top
#(
parameter	M	=	65,  
			N	=	8
)
(
	input 			clk, 
	input			reset, 
	input	[7:0]	data_to_tx,
	input			rx,
	output			tx
);
wire s_tick , clk40M;
wire [7:0]	din;
wire tx_start;
assign	frame_out	=	din;
mod_m_counter #( .M(M), .N(N))
baud_gen_unit
( 
	.clk(clk),  
	.reset(reset), 
	.s_tick(s_tick)
);
rx uart_rx_unit
(
	.clk(clk),  
	.reset(reset), 
	.rx(rx),
	.s_tick(s_tick), 
	.rx_done_tick(rx_done_tick), 
	.dout(dout)
);
tx uart_tx_unit 
(
	.clk(clk),  
	.reset(reset), 
	.tx_start(tx_start), 
	.s_tick(s_tick),
	.din(din),
	.tx_done_tick(tx_done_tick),
	.tx(tx)
);
tx_rx_controller	controller
(
	.clk(clk),  
	.reset(reset),
	.data_to_tx(data_to_tx),
	.tx_start(tx_start),
	.frame_out(din),
	.data_received(dout)
);
endmodule
$ cat design/flow/run.sh
#!/bin/bash
# OpenROAD 26Q1-2900-gdf79404cd8, Yosys 0.63+post, stock flow scripts
make -C /OpenROAD-flow-scripts/flow DESIGN_CONFIG=/design/flow/config.mk WORK_HOME=/design/flow/orfs finish
==> flow_summary.ini <==
; implementation run metrics
[clock_tree]
cts.clk_slew.worst_paths_ps = 70
cts_root_buffer = clkbuf_8
cts_buffer_depth = 2
cts_tree = done
cts_htree_levels = 2
ctsResizeCount = 0
worstSkewPairLatency_ps = 290
cts_buffers = 5

[worst_setup_path]
cp.required_ps = 3360
critical-path-top-delay-family = buffers and inverters
critPathKind = reg -> out
cp_max_fo = 2
max_stage_delay_ps = 460
crit_buf_inv = 1
crit_path_cell_trace = clkdlybuf4s50_1
critPathSlowestCell = clkdlybuf4s50_1
crit_path_start_kind = register
crit_path_end_kind = output port
cp.arrival_ps = 3270

[grt]
grt_util_met3_pct = 3.034
grt_max_degree = 39
busiest_layer = met1
antenna_found_initial = 0
grt_use_met2_pct = 14.14
grt_pass1_wl_mm = 5.175
grt_pass1_vias = 1043
grt_remaining_overflow = 0
grt_usage_pct = 10.80
met1_usage_pct = 18.43

[sta]
worstMarginPinSlew_ps = 658.1
tns_ps = 0
slew_headroom_pct = 55.72
final-setup-viol-count = 0
unclocked_pins = 3
rsz0062_at_grt = no
finalHoldViolCount = 0
hold_ws_ps = 373.5
untimed_endpoints = 9
report.final.slew_viol_count = 0
clock_skew_ps = 11.05

[floorplanning]
io_pins = 8
fp.coreArea_sq_um = 5608
die-area_sq_um = 6251
die_x_microns = 79.07
fp_util_pct = 31.77
rows = 27
fp.dieH_microns = 79.07

[route]
vias_per_cell = 4.790
first_iter_violations = 66
ant_nets = 0
drc_errors = 0
insertedDiodeCount = 0
routedWlPerCell_microns = 12.41
routed_wl_mm = 2.892
num_vias = 1116
drtPass1Iterations = 4

[run]
drv_cap = 0
warning_count = 27

[synthesis]
ys_cells = 152
ys_types = 41
synth_cells = 152
synthArstFlopShare_pct = 100.0
synth_flops = 39
netlist_area_sq_um = 1782
yosysTopAreaCell = dfrtp_1
area_leaders = dfrtp_1 (46%), dfrtn_1 (5.6%), xnor2_1 (3.9%), ha_1 (3.5%), a22o_1 (3.4%)
ff_type = dfrtp_1
syn_avg_cell_area_sq_um = 11.72
yosysTopAreaCellShare_pct = 46.35
synth-edff-count = 0
yosys_warnings = 12
yosys_area_sq_um = 1782
synth-seq-area-share_pct = 54.92

[cells_and_area]
areaGrowthSynthToFinish_pct = 13.20
drive_gt1_share_pct = 14.29
lay_top_cells = dfrtp_1 (33), nand2_1 (12), inv_1 (9), nor2_1 (8), xnor2_1 (8)
final_util_pct = 35.97
layout_top_cell = dfrtp_1
final_area_sq_um = 2017
largest_reg_flops = 8

[status]
status = finished, final reports clean

[place]
place_congestion = 0.7793
dpl.hpwl_mm = 1.920
postPlaceCellArea_sq_um = 1898
port_buffers = 6

[power_and_ir_drop]
total_power_uw = 656.9
p_per_area_nw_per_um2 = 325.7
p_leak_nw = 0.9010
max-vdd-ir-drop_mv = 0.2396

[worst_hold_path]
min_path_type = reg -> reg
[layout make-up]
type,instances,area [sq um]
flip-flops and latches,39,978.4
fillers,581,3591
repair buffers,8,75.07
clock inverters,3,42.54
inverters,9,33.78
clock buffers,5,68.82
multi-input cells,97,728.2
well taps,72,90.09
[final timing paths]
kind,startpoint,endpoint,slack [ps],cells past startpoint
setup / recovery,rcc0.tff0.dff0.q,q[0],90,1
hold / removal,uart0.controller.tx_start,uart0.uart_tx_unit.count,370,0
setup reg to reg,rcc0.tff0.dff0.q,uart0.controller.frame_out[1],730,4
hold reg to reg,uart0.controller.tx_start,uart0.uart_tx_unit.count,370,0
max in group asynchronous,reset,rcc0.tff0.dff0.q,1390,2
min in group asynchronous,reset,uart0.controller.data_to_tx_last_St[0],990,3
[synth_stat cells, types with 2 or more instances]
library cell,count
a22oi_1,4
nor2b_1,2
or3_1,2
dfrtn_1,4
xor2_1,2
o211ai_1,4
nand3_1,6
dfstp_2,2
xnor2_1,8
or4_1,3
inv_1,9
clkbuf_1,3
buf_4,4
nand4_1,2
ha_1,5
dfrtp_1,33
and3_1,2
o21ai_0,5
mux2_2,5
a21o_1,2
nor2_1,8
a22o_1,7
nand2_1,12
[metrics by stage]
| step | instances | worst slack, ps |
|---|---|---|
| 2_1_floorplan | 152 | 465.4 |
| 3_3_place_gp | 224 | 291.2 |
| 3_5_place_dp | 224 | 279.6 |
| 4_1_cts | 233 | 77.19 |
| 5_1_grt | 233 | 50.41 |
| 6_report | 233 | 91.99 |
[where the power goes]
part | switching, mW | internal [mW]
clock network | 0.126 | 0.176
logic | 0.00713 | 0.00148
registers | 0 | 0.347
[per-layer routing]
layer	vias up	share of wire, %
met2	16	40
met1	541	55
li1	555	-
met3	4	3.8
met4	0	1.1
met5	-	0
[logic make-up (layout without fill, tap and decap cells)]
group           after synthesis  after routing  synth area share [%]
xor+xnor                     10             10                 4.916
buf+inv                      16             25                 4.213
mux                           7              7                 4.354
fa+ha+maj                     5              5                 3.511
compound gates               26             26                 11.45
flops                        39             39                 54.92
simple gates                 49             49                 16.64
[what timing repair did]
| action | in CTS | in global routing |
|---|---|---|
| hold buffers | 0 | 0 |
| hold endpoints to repair | 0 | 0 |
| setup buffers | 1 | 0 |
| setup endpoints to repair | 1 | 0 |
No activity file was given, so power comes from the tool's default toggle rates.
